==> flow/design.v <==
module D_FF 
#(parameter WIDTH=1)  
(
	input logic clk, rst,
	input logic [WIDTH-1:0] data_i,
	output logic [WIDTH-1:0] data_o
);
reg [WIDTH-1:0] data;
always_ff@ (posedge clk or negedge rst)
	if (!rst) begin
		data <= 0;
	end else begin
	data <= data_i;
	end
assign data_o=data;
endmodule 
module D_FF8b
#(parameter WIDTH=8)  
(
	input logic clk, rst,
	input logic [WIDTH-1:0] data_i,
	output logic [WIDTH-1:0] data_o
);
reg [WIDTH-1:0] data;
always_ff@ (posedge clk or negedge rst)
	if (!rst) begin
		data <= 0;
	end else begin
	data <= data_i;
	end
assign data_o=data;
endmodule 
module FA (
	input logic a, b, cin,
	output logic sum, cout
);
	assign sum = a ^ b ^ cin;
	assign cout = (a & b) | (cin & (a ^ b));
endmodule
module FA8b (
	input logic [7:0] a,
	input logic [7:0] b,
	input logic cin,
	output logic [7:0] sum,
	output logic cout, overflow
);
logic [7:0] carry;
FA fa1 (.sum(sum[0]), .a(a[0]), .b(b[0]^cin), .cin(cin), .cout(carry[0])); 		 
FA fa2 (.sum(sum[1]), .a(a[1]), .b(b[1]^cin), .cin(carry[0]), .cout(carry[1]));	 
FA fa3 (.sum(sum[2]), .a(a[2]), .b(b[2]^cin), .cin(carry[1]), .cout(carry[2])); 	 
FA fa4 (.sum(sum[3]), .a(a[3]), .b(b[3]^cin), .cin(carry[2]), .cout(carry[3])); 	 
FA fa5 (.sum(sum[4]), .a(a[4]), .b(b[4]^cin), .cin(carry[3]), .cout(carry[4])); 	 
FA fa6 (.sum(sum[5]), .a(a[5]), .b(b[5]^cin), .cin(carry[4]), .cout(carry[5])); 	 
FA fa7 (.sum(sum[6]), .a(a[6]), .b(b[6]^cin), .cin(carry[5]), .cout(carry[6])); 	 
FA fa8 (.sum(sum[7]), .a(a[7]), .b(b[7]^cin), .cin(carry[6]), .cout(cout)); 		 
xor (overflow, cout, carry[6]);
endmodule
module display_hex (
    input [3:0]data_in,
    output reg [6:0] display_out 
    );
always @(*) begin
    case (data_in)
        4'b0000:
            display_out = 7'b1000000;   
        4'b0001:
            display_out = 7'b1111001;   
        4'b0010:
            display_out = 7'b0100100;   
        4'b0011:
            display_out = 7'b0110000;   
        4'b0100:
            display_out = 7'b0011001;   
        4'b0101:
            display_out = 7'b0010010;   
        4'b0110:
            display_out = 7'b0000010;   
        4'b0111:
            display_out = 7'b1111000;   
        4'b1000:
            display_out = 7'b0000000;   
        4'b1001:
            display_out = 7'b0010000;   
        4'b1010:
            display_out = 7'b0001000;   
        4'b1011:
            display_out = 7'b0000011;   
        4'b1100:
            display_out = 7'b1000110;   
        4'b1101:
            display_out = 7'b0100001;   
        4'b1110:
            display_out = 7'b0000110;   
        4'b1111:
            display_out = 7'b0001110;   
    endcase
end
endmodule
module lab1_ex1 (
	input logic [7:0] A0,
	input logic clk, rst,
	output logic [0:0] overflow, Carry,
	output logic [7:0] sum
);
wire [7:0] A1, A2, A3;
wire [0:0] V_flag, cout;
D_FF8b dff8b0 (.clk(clk), .rst(rst), .data_i(A0), .data_o(A1));
FA8b fa8b1 (.sum(A2), .a(A1), .b(A3), .cin(1'b0), .cout(cout), .overflow(V_flag));
D_FF8b dff8b1 (.clk(clk), .rst(rst), .data_i(A2), .data_o(A3));
D_FF dff0 (.clk(clk), .rst(rst), .data_i(V_flag), .data_o(overflow));
D_FF dff1 (.clk(clk), .rst(rst), .data_i(cout), .data_o(Carry));
assign sum = A3;
endmodule : lab1_ex1
module wrapper_lab1_ex1 (
	input logic [7:0] SW,
	input logic [1:0] KEY,
	output logic [9:0] LEDR,
	output logic [6:0] HEX0, HEX1, HEX2, HEX3
);
assign LEDR[7:0] = sum [7:0];
wire [7:0] sum, A;
assign A = SW;
lab1_ex1 lab1ex1 (.A0(A), .sum(sum), .Carry(LEDR[8]), .overflow(LEDR[9]), .clk(KEY[1]), .rst(KEY[0]));
display_hex displayhex2 (.data_in(A[3:0]), .display_out(HEX2));
display_hex displayhex3 (.data_in(A[7:4]), .display_out(HEX3));
display_hex displayhex0 (.data_in(sum[3:0]), .display_out(HEX0));
display_hex displayhex1 (.data_in(sum[7:4]), .display_out(HEX1));
endmodule
==> flow/run.sh <==
#!/bin/bash
# OpenROAD 26Q1-2900-gdf79404cd8, Yosys 0.63+post, stock flow scripts
make -C /OpenROAD-flow-scripts/flow DESIGN_CONFIG=/design/flow/config.mk WORK_HOME=/design/flow/orfs finish
==> flow/config.mk <==
export PLATFORM = sky130hd
export DESIGN_NAME = wrapper_lab1_ex1
export DESIGN_NICKNAME = wrapper_lab1_ex1
export VERILOG_FILES = /design/flow/design.v
export SDC_FILE = /design/flow/constraint.sdc
export NUM_CORES = 4
export LEC_CHECK = 1
export CORE_AREA = 10 10 107 107
export DIE_AREA = 0 0 117 117
==> flow/constraint.sdc <==
current_design wrapper_lab1_ex1

set clk_period 3.8
set clk_io_pct 0.2

create_clock -name clk0 -period $clk_period [get_ports {KEY}]

set non_clock_inputs [all_inputs -no_clocks]
set_input_delay [expr $clk_period * $clk_io_pct] -clock clk0 $non_clock_inputs
set_output_delay [expr $clk_period * $clk_io_pct] -clock clk0 [all_outputs]
==> flow.log <==
[metrics] run summary
[metrics] max-capacitance violation count: 0
[metrics] DRC marker count from the first detailed-route iteration: ~52
[metrics] final number of hold-violating endpoints: 18
[metrics] synthesized cell area: ~1800 sq um
[metrics] P per Cell Area: 642.8 nW/um^2
[metrics] worst hold slack: -0.3081 ns
[metrics] async set-or-reset flop fraction in the synthesized netlist: about 100%
[metrics] total detailed-routing wirelength: between 3 and 4 mm
[metrics] Critical Path Start Type: flip-flop
[metrics] most area-hungry cell type in the Yosys netlist: dfrtp_1
[metrics] die area: between 10000 and 15000 sq um
[metrics] Critical Path AT: 3.74 ns
[metrics] via count of the routed design: 1309
[metrics] routed wire length per instance: approximately 12 um
[metrics] row count: 35
[metrics] antenna violations before repair: 0
[metrics] total number of cells along the worst setup path: 12
[metrics] kind of cell adding the most delay to the critical path: adder cells
[metrics] Setup TNS Final: 0 ns
[metrics] io pins: between 40 and 50
[metrics] DR WL met3: roughly 230 um
[metrics] cell leakage power: between 0.001 and 0.0015 uW
[metrics] critical-path maximum fanout: 2
[metrics] Synth-to-Final Area Change: 35.07%
[metrics] worst slew margin relative to its limit: 62.02%
[metrics] delay contributed by the slowest stage of the critical path: ~0.45 ns
[metrics] first-pass GRT wire length: 6.368 mm
[metrics] sequential cell area fraction in the yosys report: 25.71%
[metrics] length of routed wiring on met1: about 1.9 mm
[metrics] total of buffers placed on input and output ports: about 46
[metrics] final setup margin: approximately 0.22 ns
[metrics] dpl hpwl: 3.167 mm
[metrics] slew at the pin with the worst max-slew slack: 0.5698 ns
[metrics] hold buffers post-CTS: 0
[metrics] Final min period: ~3.6 ns
[metrics] OpenROAD warning count: roughly 80
[metrics] via count of the first global-routing pass: 1328
[metrics] cell at the slowest stage of the critical path: fa_1
[metrics] gate count after technology mapping: between 150 and 200
[metrics] launching element of the worst setup path: lab1ex1.dff8b1.data[0]
[metrics] first-pass iteration count of the detailed router: 4
[metrics] clk latency late pin: 0.22 ns
[metrics] Critical Path End Type: flip-flop
[metrics] Post-DRT Antenna Nets: 0
[metrics] reg2reg start: lab1ex1.dff8b1.data[0]
[metrics] final weighted congestion of routability-driven global placement: 0.7346
[metrics] flip-flops with a built-in enable: 0
[metrics] Post-CTS Setup Repair Bufs: 0
[metrics] path depth of the worst reg2reg path: 12
[metrics] worst min-delay path class: clock port to async pin
[metrics] maximum number of pins on one net before global-route repair: 16
[metrics] violated checks: negative hold slack
[metrics] mean cell area of the mapped netlist: 9.896 sq um
[metrics] f_max: 279.5 MHz
[metrics] critical path data required time: just under 4 ns
[metrics] met2 wirelength from detailed routing: roughly 1.7 mm
[metrics] total routing resource utilization after global routing: approximately 5.7%
[metrics] gr ovfl total: 0
[metrics] peak supply drop: approximately 0.21 mV
[metrics] DR vias/cell: 3.967
[metrics] Ant. Diodes: 0
[metrics] yosys stat cell total: between 150 and 200
[metrics] floorplan-stage core utilization: a little under a fifth
[metrics] run status: complete, but fails checks
[metrics] height of the die: between 100 and 150 um
[metrics] Tcrit/Tclk final: between 90% and 100%
[metrics] fin. max-slew vios: 0
[metrics] Post-synth top flop: dfrtp_1
[metrics] Crit Path Category: flip-flop to flip-flop
[metrics] Yosys chip area: approximately 1800 sq um
[metrics] ratio of cells with drive above 1 in the final layout: 10.05%
[metrics] Distinct lib cells used: 32
[metrics] CORE AREA: about 9000 sq um
[metrics] worst setup slack after placement: around 0.051 ns
[metrics] setup repair after global routing missed its margin: false
[metrics] highest metal layer with signal wires: met4
[metrics] count of state elements after synthesis: 18
[metrics] die span in x: ~120 um
[metrics] count of final setup violators: 0
[metrics] Largest cells by area: dfrtp_1, ha_1, fa_1, mux2i_1, buf_4
[metrics] Yosys Warn Count: 3
[metrics] Worst-path clk slew: roughly 0.050 ns
[metrics] clock tree from TritonCTS: yes
[metrics] top cell type's share of synthesized area: between 20% and 30%
[metrics] Clock Skew: 0 ns
[metrics] Post-route DRC: 0
[metrics] number of buffers and inverters on the critical path: 4
[metrics] sequence of cells on the critical path: ha_1 > fa_2 > fa_2 > fa_2 > fa_1 > inv_1 > fa_1 > inv_1 > fa_1 > inv_1 > fa_1 > inv_1
[cells by family after synthesis]
kind of cell             count (synthesis)  share of synthesized area [%]
XOR/XNOR                                 1                         0.5001
buffers and inverters                   41                          12.64
multiplexers                            21                          14.86
adder cells (fa/ha/maj)                 32                          25.86
AND/OR/NAND/NOR                         37                          10.21
flip-flops                              18                          25.71
AND-OR/OR-AND                           27                          10.21
[synth_stat cells (3+ instances only)]
cell / instances
inv_1: 21
o21ai_1: 10
nor2_1: 15
mux2_1: 4
ha_1: 25
buf_4: 11
mux2i_1: 14
fa_1: 7
a22o_1: 5
dfrtp_1: 18
a21oi_1: 5
buf_6: 3
a32o_1: 4
buf_2: 3
nand2_1: 8
[per-layer routing]
metal	track usage, %	vias to the layer above
met2	8.249	33
met1	8.056	605
met3	1.393	4
li1	-	667
met5	0	-
met4	2.059	0
[layout make-up]
class / instances / area (sq um)
flip-flops and latches: 18 / 450.4
repair buffers: 54 / 520.5
multi-input cells: 118 / 1087
well taps: 111 / 138.9
inverters: 23 / 86.33
fillers: 973 / 6830
clock buffers: 6 / 82.58
[per-stage QoR]
stage,hold slack [ns],instance area (sq um),instances,util [%],total power (uW)
after CTS,-0.3117,2359,330,25.65,1601
after floorplan,-0.2956,1752,177,-,861.4
after detailed placement,-0.2956,2276,324,24.75,1313
after global routing,-0.3172,2366,330,25.73,1749
final,-0.3081,2366,330,25.73,1521
after global placement,-0.2956,2276,324,24.75,1303
[what timing repair did]
| item | 4_1_cts | 5_1_grt |
|---|---|---|
| setup endpoints to repair | 0 | 2 |
| gates resized | 0 | 3 |
| hold endpoints to repair | 0 | 0 |
[cells in the final DEF (no fill, tap or decap), types with 6 or more instances in the layout]
| cell | synthesis | layout |
|---|---|---|
| clkdlybuf4s50_1 | 0 | 46 |
| dfrtp_1 | 18 | 18 |
| nor2_1 | 15 | 15 |
| ha_1 | 25 | 25 |
| clkbuf_8 | 0 | 6 |
| inv_1 | 21 | 21 |
| o21ai_1 | 10 | 10 |
| nand2_1 | 8 | 8 |
| mux2i_1 | 14 | 14 |
| buf_4 | 11 | 8 |
[where the power goes]
group	internal (uW)	switching (uW)	leakage, uW	total, uW
sequential	212	128	0.000210	340
clock	139	98.6	0.0000431	238
combinational	609	335	0.000833	944
total	960	561	0.00109	1520
[state kept, by name, summed over array words and instances (netlist names)]
register	flops
lab1ex1.dff0.data	1
lab1ex1.dff1.data	1
lab1ex1.dff8b1.data	8
lab1ex1.dff8b0.data	8
[path summary, 6_finish.rpt]
path                       slack (ns)                endpoint
hold reg to reg                  0.48  lab1ex1.dff8b1.data[0]
max in group asynchronous        4.00       lab1ex1.dff0.data
setup reg to reg                 0.22  lab1ex1.dff8b1.data[7]
hold / removal                  -0.31       lab1ex1.dff0.data
min in group clk0                0.48  lab1ex1.dff8b1.data[0]
setup / recovery                 0.22  lab1ex1.dff8b1.data[7]
Power and IR drop assume default switching activity.
